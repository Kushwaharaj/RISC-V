[flow/run.sh]
#!/bin/bash
# OpenROAD 26Q1-2900-gdf79404cd8, Yosys 0.63+post, stock flow scripts
make -C /OpenROAD-flow-scripts/flow DESIGN_CONFIG=/design/flow/config.mk WORK_HOME=/design/flow/orfs finish
[flow/config.mk]
export PLATFORM = sky130hd
export DESIGN_NAME = data_mem
export DESIGN_NICKNAME = data_mem
export VERILOG_FILES = /design/flow/design.v
export SDC_FILE = /design/flow/constraint.sdc
export NUM_CORES = 4
export LEC_CHECK = 1
export CORE_UTILIZATION = 30
[flow/constraint.sdc]
current_design data_mem

set clk_period 29.8
set clk_io_pct 0.2

create_clock -name clk0 -period $clk_period [get_ports {clk}]

set non_clock_inputs [all_inputs -no_clocks]
set_input_delay [expr $clk_period * $clk_io_pct] -clock clk0 $non_clock_inputs
set_output_delay [expr $clk_period * $clk_io_pct] -clock clk0 [all_outputs]
[flow/design.v]
module data_mem #(parameter DATA_WIDTH = 32, ADDR_WIDTH = 32, MEM_SIZE = 64) (
    input       clk, wr_en,
    input [2:0] funct3,
    input       [ADDR_WIDTH-1:0] wr_addr, wr_data,
    output  reg    [DATA_WIDTH-1:0] rd_data_mem
);
reg [DATA_WIDTH-1:0] data_ram [0:MEM_SIZE-1];
wire [ADDR_WIDTH-1:0] word_addr = wr_addr[DATA_WIDTH-1:2] % 64;
always @(posedge clk) begin
    if (wr_en) begin
        case (funct3)
           3'b000:begin  
             case(wr_addr[1:0])
               2'b00: data_ram[word_addr] [7:0] = wr_data[7:0];
               2'b01: data_ram[word_addr] [15:8] = wr_data[7:0];
               2'b10: data_ram[word_addr] [23:16] = wr_data[7:0];
               2'b11: data_ram[word_addr] [31:24] = wr_data[7:0];
             endcase
           end
           3'b001:begin 
           case(wr_addr[1])
             1'b0: data_ram[word_addr] [15:0] = wr_data[15:0];
             1'b1: data_ram[word_addr] [31:16] = wr_data[15:0];
           endcase
           end
           3'b010 : data_ram[word_addr] <= wr_data;  
        endcase
  end
end
always @(*) begin
    case(funct3)
       3'b000: begin  
         case(wr_addr[1:0])
            2'b00: rd_data_mem = {{24{data_ram[word_addr][7]}}, data_ram[word_addr] [7:0]};
            2'b01: rd_data_mem = {{24{data_ram[word_addr][15]}}, data_ram[word_addr] [15:8]};
            2'b10: rd_data_mem = {{24{data_ram[word_addr][23]}}, data_ram[word_addr] [23:16]};
            2'b11: rd_data_mem = {{24{data_ram[word_addr][31]}}, data_ram[word_addr] [31:24]};
         endcase
       end
       3'b001: begin  
         case(wr_addr[1])
           1'b0: rd_data_mem = {{16{data_ram[word_addr][15]}}, data_ram[word_addr] [15:0]};
           1'b1: rd_data_mem = {{16{data_ram[word_addr][31]}}, data_ram[word_addr] [31:16]};
         endcase
       end
       3'b010: rd_data_mem = data_ram[word_addr]; 
       3'b100: begin  
            case(wr_addr[1:0])
            2'b00: rd_data_mem = {24'b0, data_ram[word_addr] [7:0]};
            2'b01: rd_data_mem = {24'b0, data_ram[word_addr] [15:8]};
            2'b10: rd_data_mem = {24'b0, data_ram[word_addr] [23:16]};
            2'b11: rd_data_mem = {24'b0, data_ram[word_addr] [31:24]};
         endcase
       end
       3'b101: begin  
         case(wr_addr[1])
           1'b0: rd_data_mem = {16'b0, data_ram[word_addr] [15:0]};
           1'b1: rd_data_mem = {16'b0, data_ram[word_addr] [31:16]};
         endcase
       end
    endcase
end
endmodule
==> flow_metrics.env <==
# flow metrics
export IMPL_max_clock_freq_mhz=94.76
export IMPL_ys_ff=2080
export IMPL_critPathMaxStageDelay_ns=0.98
export IMPL_htreeDepth=4
export IMPL_ant_nets=0
export IMPL_slew_headroom_pct=22.76
export IMPL_p_seq_share_pct=53.0
export IMPL_ctsHoldBuffers=0
export IMPL_criticalPathCategory="primary input to flip-flop"
export IMPL_die_h_um=520.6
export IMPL_edf_count=2048
export IMPL_finalHoldViolations=0
export IMPL_cts_resized=0
export IMPL_top_cells_by_count="edfxtp_1, nor2_1, nand2_1"
export IMPL_fin_setup_tns_ns=0
export IMPL_synth_avg_cell_area_um2=17.20
export IMPL_yosys_area_top_type_share_pct=76.23
export IMPL_maxSlewViolCount=0
export IMPL_syn_area_um2=80680
export IMPL_syn2layout_area_growth_pct=15.45
export IMPL_critical_path_slowest_cell="nor2_1"
export IMPL_setup_viol=0
export IMPL_fill_cells=24817
export IMPL_p_sw_share_pct=22.71
export IMPL_rows=190
export IMPL_numCtsBuffers=203
export IMPL_startpoint_type="primary input"
export IMPL_port_buffers=76
export IMPL_ir_drop_mv=0.05074
export IMPL_synth_cell_types=76
export IMPL_dp_hpwl_mm=166.1
export IMPL_vias_per_cell=5.439
export IMPL_holdCritStartpoint="wr_data[5]"
export IMPL_clkPwrFrac_pct=40.9
export IMPL_cp_required_ns=30.29
export IMPL_arrival_ns=11.04
export IMPL_yosys_area_um2=80680
export IMPL_largest_area_cell="edfxtp_1"
export IMPL_rsz0062_at_grt="false"
export IMPL_p_per_area_nw_per_um2=64.21
export IMPL_end_kind="flip-flop"
export IMPL_warnings=50
export IMPL_clock_path_buffers=3
export IMPL_p_sw_mw=1.358
export IMPL_die_w_um=520.6
export IMPL_area_leaders="edfxtp_1, mux2i_1, mux4_2"
export IMPL_post_route_min_period_ns=10.55
export IMPL_grt_pass1_wl_mm=374.0
export IMPL_grt_max_degree=66
export IMPL_synthFlopType="edfxtp_1"
export IMPL_p_comb_share_pct=6.1
export IMPL_startpoint="wr_addr[2]"
export IMPL_fp_util_pct=30.14
export IMPL_yosysMostFrequentCell="edfxtp_1"
export IMPL_outcome="complete, no violations"
export IMPL_cp_common_cell="buf_4"
export IMPL_clkTransAtPathRegs_ns=0.06
export IMPL_wire_per_inst_um=31.22
export IMPL_maxCapViolations=0
export IMPL_fin_crit_sh_pct=35.41
export IMPL_core_um2=267700
export IMPL_drive_gt1_share_pct=17.54
export IMPL_first_iter_violations=4000
export IMPL_wl_mm=271.4
export IMPL_critPathMaxFanout=53
export IMPL_cts_tree="built"
export IMPL_tightest_slew_ns=1.159
export IMPL_ys_cells=4691
export IMPL_synth_cells=4691
export IMPL_final_util_pct=34.80
export IMPL_async_flop_share_pct=0
export IMPL_hp_class="primary input to flip-flop"
export IMPL_finalPower_mw=5.981
export IMPL_firstDrtPassIters=8
export IMPL_num_vias=47274
export IMPL_dieArea_um2=271000
export IMPL_untimed_endpoints=64
export IMPL_crit_chain="buf_8 -> buf_4 -> buf_4 -> and3b_4 -> buf_4 -> nand2_1 -> nor2_1"
export IMPL_cts_setup_buffers=0
export IMPL_internal_power_mw=4.623
export IMPL_synth_warnings=1
export IMPL_grtUsageTotal_pct=21.21
export IMPL_place_congestion=1.051
export IMPL_unclocked_pins=32
export IMPL_drc=0
export IMPL_grt_pass1_vias=48820
export IMPL_io_pins=101
export IMPL_gr_total_overflow=0
export IMPL_clockRootBuffer="clkbuf_16"
export IMPL_leakage_nw=26.40
export IMPL_antenna_found_initial=26
-- routing by layer --
layer	vias to the layer above	GRT usage, %	part of all wire, %	wire length (um)
met1	23453	20.58	30	80780
met5	-	3.106	0.50	1351
met2	3460	30.52	45	121500
met3	741	18.02	18	49710
li1	19573	-	-	-
met4	47	11.23	6.7	18060
-- power groups by stage --
stage / Clock, mW / Sequential [mW] / Combinational (mW)
after CTS: 2.47 / 3.17 / 0.356
after global routing: 2.57 / 3.17 / 0.378
final: 2.44 / 3.17 / 0.368
-- stage by stage --
step           hold WS, ns  worst slack [ns]  instance area, um^2  std cells
5_1_grt              5.677             19.25                93110       8678
3_5_place_dp         6.543             18.73                86750       8303
4_1_cts              5.620             19.62                93080       8666
6_report             5.660             19.25                93150       8692
3_3_place_gp         6.524             18.70                86750       8303
2_1_floorplan        6.059             20.60                80680       4691
-- final timing paths --
path,depth (start not counted),slack (ns),endpoint
worst max-delay path,7,19.25,data_ram[59][6]
worst min-delay path,1,5.66,data_ram[27][5]
-- cell usage in the layout, fill, tap and decap left out, drive strengths merged, types with 13 or more instances in the layout --
| cell type | synthesis | final |
|---|---|---|
| o21ai | 104 | 104 |
| dlxtn | 32 | 32 |
| nor2 | 383 | 383 |
| mux2 | 148 | 148 |
| nand2 | 237 | 237 |
| a31oi | 50 | 50 |
| o221ai | 17 | 17 |
| clkinv | 1 | 87 |
| mux4 | 90 | 90 |
| clkbuf | 126 | 259 |
| nand4 | 13 | 13 |
| o32ai | 15 | 15 |
| inv | 28 | 33 |
| a22o | 54 | 54 |
| buf | 201 | 322 |
| mux2i | 232 | 232 |
| diode | 0 | 26 |
| o22a | 21 | 21 |
| a21oi | 154 | 154 |
| a221o | 62 | 62 |
| a221oi | 162 | 162 |
| clkdlybuf4s50 | 0 | 65 |
| o22ai | 69 | 69 |
| a22oi | 212 | 212 |
| edfxtp | 2048 | 2048 |
| a222oi | 26 | 26 |
| nor3 | 14 | 14 |
| o2bb2ai | 18 | 18 |
-- sequential cells by signal, indices dropped and copies added, names as in the netlist --
name and cells:
rd_data_mem 32, data_ram 2048
-- worst max-delay path, delay by kind of cell --
family	cells	cell delay (ns)
simple gates	3	2.51
buf+inv	4	2.31
-- cell families after synthesis --
kind of cell	count (synthesis)	synth area share [%]
AND-OR/OR-AND	1043	9.550
buffers and inverters	356	2.264
flip-flops	2048	76.23
latches	32	0.5955
multiplexers	470	7.466
AND/OR/NAND/NOR	742	3.899
-- layout make-up --
cell class	instances	area [um^2]	area share [%]
clock inverters	104	1022	1.097
flip-flops and latches	2080	61980	66.54
repair buffers	387	3070	3.296
well taps	3552	4444	4.771
multi-input cells	2255	17140	18.40
inverters	29	116.4	0.1249
diodes	26	65.06	0.06985
clock buffers	259	5311	5.702
Power figures rest on the tool's default switching activity, not on a simulated workload.
