==> design.v <==
module adder #(parameter WIDTH = 32) (
    input       [WIDTH-1:0] a, b,
    output      [WIDTH-1:0] sum
);
assign sum = a + b;
endmodule
module alu #(parameter WIDTH = 32) (
    input       [WIDTH-1:0] a, b,        
    input       [3:0] alu_ctrl,          
    output reg  [WIDTH-1:0] alu_out,     
    output      zero                     
);
wire signed [WIDTH-1:0] signed_a = a;     
wire signed [WIDTH-1:0] signed_b = b;     
always @(a, b, alu_ctrl) begin
    case (alu_ctrl)
        4'b0000:  alu_out <= a + b;        
        4'b0001:  alu_out <= a + ~b + 1;        
        4'b0010:  alu_out <= a & b;        
        4'b0011:  alu_out <= a | b;        
        4'b0100:  alu_out <= a << b[4:0];  
        4'b0101:  alu_out <= (signed_a < signed_b) ? 1 : 0;   
        4'b0110:  alu_out <= (a < b) ? 1 : 0;   
        4'b0111:  alu_out <= a ^ b;        
        4'b1000:  alu_out <= a >> b[4:0];  
        4'b1001:  alu_out <= signed_a >>> b[4:0];  
        default:  alu_out <= 0;             
    endcase
end
assign zero = (alu_out == 0) ? 1'b1 : 1'b0;
endmodule
module alu_decoder (
    input            opb5,         
    input [2:0]      funct3,       
    input            funct7b5,     
    input [1:0]      ALUOp,        
    output reg [3:0] ALUControl    
);
always @(*) begin
    case (ALUOp)
        2'b00: ALUControl = 4'b0000;    
        2'b01: ALUControl = 4'b0001;    
        default: 
            case (funct3) 
                3'b000: begin
                    if (funct7b5 & opb5) ALUControl = 4'b0001;  
                    else ALUControl = 4'b0000;  
                end
                3'b001:  ALUControl = 4'b0100;  
                3'b010:  ALUControl = 4'b0101;  
                3'b011:  ALUControl = 4'b0110;  
                3'b100:  ALUControl = 4'b0111;  
                3'b101: begin
                    if (funct7b5) ALUControl = 4'b1001;  
                    else ALUControl = 4'b1000;  
                end
                3'b110:  ALUControl = 4'b0011;  
                3'b111:  ALUControl = 4'b0010;  
                default: ALUControl = 4'b1111;  
            endcase
    endcase
end
endmodule
module controller (
    input [6:0]  op,
    input [2:0]  funct3,
    input        funct7b5,
    input        Zero, ALUR31,
    output       [1:0] ResultSrc,
    output       MemWrite,
    output       PCSrc, ALUSrc,
    output       RegWrite, Jump, Jalr,
    output [1:0] ImmSrc,
    output [3:0] ALUControl
);
wire [1:0] ALUOp;
wire       Branch;
main_decoder    md (op, funct3, Zero, ALUR31, ResultSrc, MemWrite, Branch,
                    ALUSrc, RegWrite, Jump, Jalr, ImmSrc, ALUOp);
alu_decoder     ad (op[5], funct3, funct7b5, ALUOp, ALUControl);
assign PCSrc = Branch | Jump;
endmodule
module datapath (
    input         clk, reset,
    input [1:0]   ResultSrc,
    input         PCSrc, ALUSrc,
    input         RegWrite,
    input [1:0]   ImmSrc,
    input [3:0]   ALUControl,
    input         Jalr,
    output        Zero, ALUR31,
    output [31:0] PC,
    input  [31:0] Instr,
    output [31:0] Mem_WrAddr, Mem_WrData,
    input  [31:0] ReadData,
    output [31:0] Result
);
wire [31:0] PCNext, PCJalr, PCPlus4, PCTarget,AuiPC,lAuiPC;
wire [31:0] ImmExt, SrcA, SrcB, WriteData, ALUResult;
mux2 #(32)     pcmux(PCPlus4, PCTarget, PCSrc, PCNext);
mux2 #(32)     jalrmux(PCNext, ALUResult, Jalr, PCJalr);
reset_ff #(32) pcreg(clk, reset, PCJalr, PC);
adder          pcadd4(PC, 32'd4, PCPlus4);
adder          pcaddbranch(PC, ImmExt, PCTarget);
reg_file       rf (clk, RegWrite, Instr[19:15], Instr[24:20], Instr[11:7], Result, SrcA, WriteData);
imm_extend     ext (Instr[31:7], ImmSrc, ImmExt);
mux2 #(32)     srcbmux(WriteData, ImmExt, ALUSrc, SrcB);
alu            alu (SrcA, SrcB, ALUControl, ALUResult, Zero);
adder #(32)    auipcadder ({Instr[31:12], 12'b0}, PC, AuiPC);
mux2 #(32)     lauipcmux (AuiPC, {Instr[31:12], 12'b0}, Instr[5], lAuiPC);
mux4 #(32)     resultmux(ALUResult, ReadData, PCPlus4, lAuiPC, ResultSrc, Result);
assign ALUR31 = ALUResult[31];
assign Mem_WrData = WriteData;
assign Mem_WrAddr = ALUResult;
endmodule
module imm_extend (
    input  [31:7]     instr,
    input  [ 1:0]     immsrc,
    output reg [31:0] immext
);
always @(*) begin
    case(immsrc)
        2'b00:   immext = {{20{instr[31]}}, instr[31:20]};
        2'b01:   immext = {{20{instr[31]}}, instr[31:25], instr[11:7]};
        2'b10:   immext = {{20{instr[31]}}, instr[7], instr[30:25], instr[11:8], 1'b0};
        2'b11:   immext = {{12{instr[31]}}, instr[19:12], instr[20], instr[30:21], 1'b0};
        default: immext = 32'bx;  
    endcase
end
endmodule
module main_decoder (
    input  [6:0] op,
    input  [2:0] funct3,
    input        Zero, ALUR31,
    output [1:0] ResultSrc,
    output       MemWrite, Branch, ALUSrc,
    output       RegWrite, Jump, Jalr,
    output [1:0] ImmSrc,
    output [1:0] ALUOp
);
reg [10:0] controls;
reg TakeBranch;
always @(*) begin
    TakeBranch = 0;
    casez (op)
        7'b0000011: controls = 11'b1_00_1_0_01_00_0_0;  
        7'b0100011: controls = 11'b0_01_1_1_00_00_0_0;  
        7'b0110011: controls = 11'b1_xx_0_0_00_10_0_0;  
        7'b1100011: begin  
           controls = 11'b0_10_0_0_00_01_0_0; 
           case (funct3)
              3'b000: TakeBranch =    Zero;  
              3'b001: TakeBranch =   !Zero;  
              3'b100: TakeBranch =  ALUR31;  
              3'b101: TakeBranch = !ALUR31;  
              3'b110: TakeBranch =  ALUR31;  
              3'b111: TakeBranch = !ALUR31;  
           endcase
        end
        7'b0010011: controls = 11'b1_00_1_0_00_10_0_0;  
        7'b1101111: controls = 11'b1_11_0_0_10_00_1_0;  
        7'b1100111: controls = 11'b1_00_1_0_10_00_0_1;  
        7'b0?10111: controls = 11'b1_xx_x_0_11_xx_0_0;   
        default:    controls = 11'bx_xx_x_x_xx_xx_x_x;  
    endcase
end
assign Branch = TakeBranch;
assign {RegWrite, ImmSrc, ALUSrc, MemWrite, ResultSrc, ALUOp, Jump, Jalr} = controls;
endmodule
module mux2 #(parameter WIDTH = 8) (
    input       [WIDTH-1:0] d0, d1,
    input       sel,
    output      [WIDTH-1:0] y
);
assign y = sel ? d1 : d0;
endmodule
module mux4 #(parameter WIDTH = 8) (
    input       [WIDTH-1:0] d0, d1, d2, d3,
    input       [1:0] sel,
    output      [WIDTH-1:0] y
);
assign y = sel[1] ? (sel[0] ? d3 : d2) : (sel[0] ? d1 : d0);
endmodule
module reg_file #(parameter DATA_WIDTH = 32) (
    input       clk,
    input       wr_en,
    input       [4:0] rd_addr1, rd_addr2, wr_addr,
    input       [DATA_WIDTH-1:0] wr_data,
    output      [DATA_WIDTH-1:0] rd_data1, rd_data2
);
reg [DATA_WIDTH-1:0] reg_file_arr [0:31];
integer i;
initial begin
    for (i = 0; i < 32; i = i + 1) begin
        reg_file_arr[i] = 0;
    end
end
always @(posedge clk) begin
    if (wr_en) reg_file_arr[wr_addr] <= wr_data;
end
assign rd_data1 = ( rd_addr1 != 0 ) ? reg_file_arr[rd_addr1] : 0;
assign rd_data2 = ( rd_addr2 != 0 ) ? reg_file_arr[rd_addr2] : 0;
endmodule
module reset_ff #(parameter WIDTH = 8) (
    input       clk, rst,
    input       [WIDTH-1:0] d,
    output reg  [WIDTH-1:0] q
);
always @(posedge clk or posedge rst) begin
    if (rst) q <= 0;
    else     q <= d;
end
endmodule
module riscv_cpu (
    input         clk, reset,
    output [31:0] PC,
    input  [31:0] Instr,
    output        MemWrite,
    output [31:0] Mem_WrAddr, Mem_WrData,
    input  [31:0] ReadData,
    output [31:0] Result
);
wire        ALUSrc, RegWrite, Jump, Jalr, Zero, ALUR31;
wire [1:0]  ResultSrc, ImmSrc;
wire [3:0]  ALUControl;
controller  c   (Instr[6:0], Instr[14:12], Instr[30], Zero, ALUR31,
                ResultSrc, MemWrite, PCSrc, ALUSrc, RegWrite, Jump, Jalr,
                ImmSrc, ALUControl);
datapath    dp  (clk, reset, ResultSrc, PCSrc,
                ALUSrc, RegWrite, ImmSrc, ALUControl, Jalr,
                Zero, ALUR31, PC, Instr, Mem_WrAddr, Mem_WrData, ReadData, Result);
endmodule
==> run.sh <==
#!/bin/bash
# OpenROAD 26Q1-2900-gdf79404cd8, Yosys 0.63+post, stock flow scripts
make -C /OpenROAD-flow-scripts/flow DESIGN_CONFIG=/design/flow/config.mk WORK_HOME=/design/flow/orfs finish
==> config.mk <==
export PLATFORM = sky130hd
export DESIGN_NAME = riscv_cpu
export DESIGN_NICKNAME = riscv_cpu
export VERILOG_FILES = /design/flow/design.v
export SDC_FILE = /design/flow/constraint.sdc
export NUM_CORES = 4
export LEC_CHECK = 1
export CORE_UTILIZATION = 30
==> constraint.sdc <==
current_design riscv_cpu

set clk_period 25.2
set clk_io_pct 0.2

create_clock -name clk0 -period $clk_period [get_ports {clk}]

set non_clock_inputs [all_inputs -no_clocks]
set_input_delay [expr $clk_period * $clk_io_pct] -clock clk0 $non_clock_inputs
set_output_delay [expr $clk_period * $clk_io_pct] -clock clk0 [all_outputs]
==> results.ini <==
[outcome]
outcome = finished clean

[die]
floorplan.core_util = 0.302
core.rowCount = 168
fp.dieArea_mm2 = 0.212
chipWidth_um = 461
core_region_area_mm2 = 0.209
num_io_pins = 195
die.size.y_um = 461

[yosys]
edf_count = 1024
synth.cells.most_frequent = edfxtp_1, mux4_2, nor2_1
top_cell_area_share = 0.487
synthCells = 4712
post_synth_instance_area_mm2 = 0.0632
netlist-cell-type-count = 114
yosys-stat-area_mm2 = 0.0632
ys_cells = 4712
ys_ff = 1056
postSynth.topFlopCell = edfxtp_1
library_cell_occupying_the_most_area_in_the_post_synthesis_netlist = edfxtp_1
syn_area_per_cell_um2 = 13.4
yosysWarningCount = 7
synth_dominant_cell_count = edfxtp_1
async_flop_share = 0.0303
ys_seq_share = 0.499
top_cells_by_area = edfxtp_1, mux4_2, mux2i_1

[worst_hold_path]
hold_path_end = dp.pcreg.q[0]
timing.hold.worst_path_depth = 2
min_from = dp.pcreg.q[0]
hp-class = flop to flop

[setup_path]
crit_path_end_kind = output pin
worstReg2RegEnd = dp.pcreg.q[28]
r2r.worst_path.cells = 30
cpMostUsedCell = buf_4
setup.worst_path.start_class = input pin
arrival_ps = 15070
timing.critical_path.slowest_cell_delay_ps = 750
slowest_stage = o21ai_1
setup.reg_to_reg.worst_slack_ps = 15500
timing_worst_setup_path_type = input pin to output pin
timing.critical_path.fanout_max = 56
worstReg2RegStart = dp.rf.reg_file_arr[18][0]
worstPathRequired_ps = 20160

[final_layout]
drive_gt1_frac = 0.221
instances_no_fill = 7842
num-fill-cells = 20019
layout-area-overhead-vs-synth_pct = 15.5

[clock_network]
clock_tree.buffer_depth = 3
clk_transition_reported_paths_ps = 60
cts_setup_buffers = 0
cts_htree_levels = 3
cts_tree = yes
postCtsResizedCells = 0
cts_made_buffers = 109
worstSkewPairLatency_ps = 790
postCtsHoldBufs = 0
cts.sinks = 1056
cts_root_buffer = clkbuf_16

[sta]
max_clock_freq_mhz = 49.7
skew_ps = 115
max-slew-margin-rel = 0.336
rsz0062_at_grt = no
fin_crit_sh = 0.798
timing_max_transition_violations_final = 0
setup_viol = 0
hold_viol = 0
hold_ws_ps = 646
final_period_minus_worst_setup_slack_ps = 20110
worst-slew-pin-transition_ps = 985
timing.setup.tns_ps = 0

[place]
buffer_ports.inserted = 194
dp.final_hpwl_um = 184000
placedCellCount = 7629
gp_congestion = 1.02

[global_routing]
combined_global_route_utilization_of_all_metal_layers = 0.265
first_global_vias = 48444
grt_overflow_total = 0
antenna_found_initial = 18
grt_pass1_wl_um = 372000
grt_start_max_net_pins = 87

[routing]
first_pass_iters = 7
detailroute.via_count = 46541
route.antenna.remaining_nets = 0
postRouteWirelength_um = 267000
via_per_instance_ratio = 5.93
drc_errors = 0
drt-initial-drc-count = 4088
wl_per_cell_um = 34.0

[pwr]
power_frac_clock = 0.327
maximum_resistive_drop_on_vdd_mv = 0.0581
p_sw_frac = 0.321
internal_pwr_total_w = 0.00345
total_switching_power_w = 0.00163
leakage_nw = 24.5
p_per_area_mw_per_mm2 = 69.6
p_comb_frac = 0.270
power.share.sequential = 0.403

[flow_run]
timing.max_cap.violations = 0
warnings = 91

==> sequential cells by signal (all words and copies together) (netlist names) <==
| signal | flops |
|---|---|
| dp.rf.reg_file_arr | 1024 |
| dp.pcreg.q | 32 |
==> worst max-delay path: cells and delay by family <==
family	cells	cell delay, ps
muxes	4	1370
buffers and inverters	7	3570
and+or+nand+nor	5	1090
adders and majority gates	1	380
AOI/OAI and AO/OA	12	3400
==> per-layer routing <==
metal,vias up,wire (um),global-route usage
met3,615,41500,0.169
met5,-,622,0.0200
met2,3299,121000,0.390
met1,23099,88200,0.301
met4,28,16000,0.122
li1,19500,-,-
==> layout by cell type (no fill, tap or decap), drive strengths merged, types with 33 or more instances in the layout <==
| cell | count |
|---|---|
| mux2i | 285 |
| o211ai | 65 |
| o21ai | 228 |
| xnor2 | 62 |
| buf | 270 |
| clkinv | 57 |
| mux2 | 36 |
| nand2 | 261 |
| nor3 | 78 |
| nor2 | 309 |
| a211oi | 34 |
| edfxtp | 1024 |
| clkdlybuf4s50 | 182 |
| o22ai | 57 |
| nor2b | 34 |
| clkbuf | 124 |
| a21oi | 246 |
| a21o | 36 |
| ha | 148 |
| and2 | 49 |
| mux4 | 476 |
| a221oi | 37 |
| nand3 | 183 |
| inv | 132 |
| nand4 | 33 |
| a22oi | 75 |
==> worst max-delay path by stage <==
stage | end | start | slack (ps)
finish | Result[31] | Instr[20] | 5090
global route | Result[31] | Instr[20] | 4420
CTS | Result[31] | Instr[20] | 5050
==> power by group through the flow <==
stage         Combinational (W)  Sequential (W)  Clock (W)
CTS                     0.00134         0.00205    0.00168
global route            0.00145         0.00206    0.00174
finish                  0.00137         0.00205    0.00166
==> through the flow <==
stage               area (um^2)  worst slack [ps]  total power, W  utilization
floorplan                 63200              7270         0.00283            -
global placement          69300              5160         0.00342        0.331
detailed placement        69300              5090         0.00342        0.331
CTS                       73000              5050         0.00507        0.349
global route              73000              4420         0.00524        0.349
finish                    73000              5090         0.00508        0.349
==> logic make-up after synthesis <==
kind of cell	after synthesis	share of synthesized area
XOR/XNOR	81	0.0112
adder cells (fa/ha/maj)	152	0.0306
multiplexers	797	0.222
AND/OR/NAND/NOR	1099	0.0850
AND-OR/OR-AND	1057	0.115
buffers and inverters	470	0.0368
flip-flops	1056	0.499
==> cell type report <==
type | instances | area (um^2) | area share
tap | 2805 | 3510 | 0.0481
clock inverter | 80 | 911 | 0.0125
sequential | 1056 | 31600 | 0.432
antenna | 9 | 22.5 | 0.000309
timing repair buffer | 452 | 3920 | 0.0537
inverter | 130 | 488 | 0.00669
clock buffer | 124 | 2780 | 0.0381
multi-input combinational | 3186 | 29800 | 0.408
Power is estimated from default activity; no workload was simulated.
